**./config.mk**
```make
export PLATFORM = sky130hd
export DESIGN_NAME = eth
export DESIGN_NICKNAME = eth
export VERILOG_FILES = /design/flow/design.v
export SDC_FILE = /design/flow/constraint.sdc
export NUM_CORES = 4
export LEC_CHECK = 1
export CORE_UTILIZATION = 40
```
**./constraint.sdc**
```tcl
current_design eth

set clk_period 5.5
set clk_io_pct 0.2

create_clock -name clk0 -period $clk_period [get_ports {mii_tx_clk}]
create_clock -name clk1 -period $clk_period [get_ports {rst_n}]

set non_clock_inputs [all_inputs -no_clocks]
set_input_delay [expr $clk_period * $clk_io_pct] -clock clk0 $non_clock_inputs
set_output_delay [expr $clk_period * $clk_io_pct] -clock clk0 [all_outputs]
```
**./design.v**
```verilog
`timescale 1ns/1ns
module crc32_d4 (Clk, Rst_n, Data, Enable, Initialize, Crc, CrcError, Crc_eth);
parameter Tp = 1;
input Clk;
input Rst_n;
input [0:3] Data;
input Enable;
input Initialize;
output [31:0] Crc;
output [31:0] Crc_eth;
output CrcError;
reg  [31:0] Crc;
wire [31:0] CrcNext;
assign CrcNext[0] = Enable & (Data[0] ^ Crc[28]); 
assign CrcNext[1] = Enable & (Data[1] ^ Data[0] ^ Crc[28] ^ Crc[29]); 
assign CrcNext[2] = Enable & (Data[2] ^ Data[1] ^ Data[0] ^ Crc[28] ^ Crc[29] ^ Crc[30]); 
assign CrcNext[3] = Enable & (Data[3] ^ Data[2] ^ Data[1] ^ Crc[29] ^ Crc[30] ^ Crc[31]); 
assign CrcNext[4] = (Enable & (Data[3] ^ Data[2] ^ Data[0] ^ Crc[28] ^ Crc[30] ^ Crc[31])) ^ Crc[0]; 
assign CrcNext[5] = (Enable & (Data[3] ^ Data[1] ^ Data[0] ^ Crc[28] ^ Crc[29] ^ Crc[31])) ^ Crc[1]; 
assign CrcNext[6] = (Enable & (Data[2] ^ Data[1] ^ Crc[29] ^ Crc[30])) ^ Crc[ 2]; 
assign CrcNext[7] = (Enable & (Data[3] ^ Data[2] ^ Data[0] ^ Crc[28] ^ Crc[30] ^ Crc[31])) ^ Crc[3]; 
assign CrcNext[8] = (Enable & (Data[3] ^ Data[1] ^ Data[0] ^ Crc[28] ^ Crc[29] ^ Crc[31])) ^ Crc[4]; 
assign CrcNext[9] = (Enable & (Data[2] ^ Data[1] ^ Crc[29] ^ Crc[30])) ^ Crc[5]; 
assign CrcNext[10] = (Enable & (Data[3] ^ Data[2] ^ Data[0] ^ Crc[28] ^ Crc[30] ^ Crc[31])) ^ Crc[6]; 
assign CrcNext[11] = (Enable & (Data[3] ^ Data[1] ^ Data[0] ^ Crc[28] ^ Crc[29] ^ Crc[31])) ^ Crc[7]; 
assign CrcNext[12] = (Enable & (Data[2] ^ Data[1] ^ Data[0] ^ Crc[28] ^ Crc[29] ^ Crc[30])) ^ Crc[8]; 
assign CrcNext[13] = (Enable & (Data[3] ^ Data[2] ^ Data[1] ^ Crc[29] ^ Crc[30] ^ Crc[31])) ^ Crc[9]; 
assign CrcNext[14] = (Enable & (Data[3] ^ Data[2] ^ Crc[30] ^ Crc[31])) ^ Crc[10]; 
assign CrcNext[15] = (Enable & (Data[3] ^ Crc[31])) ^ Crc[11]; 
assign CrcNext[16] = (Enable & (Data[0] ^ Crc[28])) ^ Crc[12]; 
assign CrcNext[17] = (Enable & (Data[1] ^ Crc[29])) ^ Crc[13]; 
assign CrcNext[18] = (Enable & (Data[2] ^ Crc[30])) ^ Crc[14]; 
assign CrcNext[19] = (Enable & (Data[3] ^ Crc[31])) ^ Crc[15]; 
assign CrcNext[20] = Crc[16]; 
assign CrcNext[21] = Crc[17]; 
assign CrcNext[22] = (Enable & (Data[0] ^ Crc[28])) ^ Crc[18]; 
assign CrcNext[23] = (Enable & (Data[1] ^ Data[0] ^ Crc[29] ^ Crc[28])) ^ Crc[19]; 
assign CrcNext[24] = (Enable & (Data[2] ^ Data[1] ^ Crc[30] ^ Crc[29])) ^ Crc[20]; 
assign CrcNext[25] = (Enable & (Data[3] ^ Data[2] ^ Crc[31] ^ Crc[30])) ^ Crc[21]; 
assign CrcNext[26] = (Enable & (Data[3] ^ Data[0] ^ Crc[31] ^ Crc[28])) ^ Crc[22]; 
assign CrcNext[27] = (Enable & (Data[1] ^ Crc[29])) ^ Crc[23]; 
assign CrcNext[28] = (Enable & (Data[2] ^ Crc[30])) ^ Crc[24]; 
assign CrcNext[29] = (Enable & (Data[3] ^ Crc[31])) ^ Crc[25]; 
assign CrcNext[30] = Crc[26]; 
assign CrcNext[31] = Crc[27]; 
always @ (posedge Clk or negedge Rst_n)
begin
  if (!Rst_n)
    Crc <= #1 32'hffffffff;
  else
  if(Initialize)
    Crc <= #Tp 32'hffffffff;
  else if(Enable)
    Crc <= #Tp CrcNext;
end
assign Crc_eth = ~{
						CrcNext[28], CrcNext[29], CrcNext[30], CrcNext[31],
						Crc[24], Crc[25], Crc[26], Crc[27],
						Crc[20], Crc[21], Crc[22], Crc[23],
						Crc[16], Crc[17], Crc[18], Crc[19],
						Crc[12], Crc[13], Crc[14], Crc[15],
						Crc[ 8], Crc[ 9], Crc[10], Crc[11],
						Crc[ 4], Crc[ 5], Crc[ 6], Crc[ 7],
						Crc[ 0], Crc[ 1], Crc[ 2], Crc[ 3]};
assign CrcError = Crc[31:0] != 32'hc704dd7b;   
endmodule
module eth(
	rst_n			,
	mii_tx_clk	,
	mii_tx_en	,
	mii_tx_er	,
	mii_tx_da	,
	mii_rx_clk	,
	mii_rx_dv	,
	mii_rx_er	,
	mii_rx_da	,
	phy_rst_n
	);
	input rst_n;
	input mii_tx_clk;	 
	output mii_tx_en;	 
	output mii_tx_er;	 
	output [3:0]mii_tx_da;  
	output phy_rst_n;	 
	input mii_rx_clk;	 
	input mii_rx_dv;	 
	input mii_rx_er;	 
	input [3:0]mii_rx_da;	 
	assign phy_rst_n = 1'b1;
	reg [10:0]data_cnt;
	wire [31:0]crc_result;  
	parameter CRC = 32'hB1E85F40;  
	assign crc_result = {CRC[7:0],CRC[15:8],CRC[23:16],CRC[31:24]};
	wire fifo_ck;
	wire fifo_rq;
	reg[3:0] fifo_da;
	wire[3:0]crc_res;
	wire crc_en;
	crc32_d4 crc_u1(
			.Clk		(rst_n), 
			.Rst_n		(mii_tx_clk), 
			.Data		(mii_tx_da), 
			.Enable	(crc_en), 
			.Initialize(~mii_tx_en), 
			.Crc()		, 
			.CrcError	(), 
			.Crc_eth	(crc_res)
		);
	eth_mac mac_lay(
		.rst_n		(rst_n			),
		.tx_go		(tx_go			),
		.data_len	(11'd105		),
		.des_mac		(48'hff_ff_ff_ff_ff_ff		),
		.src_mac		(48'h00_0a_35_01_fe_c0		),	
		.crc_res		(crc_res	),
		.crc_en		(crc_en),
		.len_type	(16'h08_06		),
		.fifo_rq		(fifo_rq		),
		.fifo_ck		(fifo_ck		),
		.fifo_da		(fifo_da		),
		.mii_tx_clk	(mii_tx_clk	),
		.mii_tx_en	(mii_tx_en	),
		.mii_tx_er	(mii_tx_er	),
		.mii_tx_da	(mii_tx_da	)
	);	
	always @(posedge mii_tx_clk or negedge rst_n)
	if(!rst_n)
		data_cnt <= 11'd0;
	else if(fifo_rq)
		data_cnt <= data_cnt + 1'b1;
	else
		data_cnt <= 11'd0;
	always @(posedge mii_tx_clk or negedge rst_n)
	if(!rst_n)
		fifo_da <= 4'd0;
	else begin
		case(data_cnt)
			00: fifo_da =	4'h0;
			01: fifo_da =	4'h0;
			02: fifo_da =	4'h1;
			03: fifo_da =	4'h0;
			04: fifo_da =	4'h8;
			05: fifo_da =	4'h0;
			06: fifo_da =	4'h0;
			07: fifo_da =	4'h0;
			08: fifo_da =	4'h6;
			09: fifo_da =	4'h0;
			10: fifo_da =	4'h4;
			11: fifo_da =	4'h0;
			12: fifo_da =	4'h0;
			13: fifo_da =	4'h0;
			14: fifo_da =	4'h1;
			15: fifo_da =	4'h0;
			16: fifo_da =	4'h0;
			17: fifo_da =	4'h0;
			18: fifo_da =	4'ha;
			19: fifo_da =	4'h0;
			20: fifo_da =	4'h5;
			21: fifo_da =	4'h3;
			22: fifo_da =	4'h1;
			23: fifo_da =	4'h0;
			24: fifo_da =	4'he;
			25: fifo_da =	4'hf;
			26: fifo_da =	4'h0;
			27: fifo_da =	4'hc;
			28: fifo_da =	4'h0; 
			29: fifo_da =	4'hc;
			30: fifo_da =	4'h8; 
			31: fifo_da =	4'ha;
			32: fifo_da =	4'h9; 
			33: fifo_da =	4'h8;
			34: fifo_da =	4'h8;
			35: fifo_da =	4'h5; 
			36: fifo_da =	4'hf;
			37: fifo_da =	4'hf;
			38: fifo_da =	4'hf;
			39: fifo_da =	4'hf;
			40: fifo_da =	4'hf;
			41: fifo_da =	4'hf;
			42: fifo_da =	4'hf;
			43: fifo_da =	4'hf;
			44: fifo_da =	4'hf;
			45: fifo_da =	4'hf;
			46: fifo_da =	4'hf;
			47: fifo_da =	4'hf;
			48: fifo_da =	4'h0; 
			49: fifo_da =	4'hc;
			50: fifo_da =	4'h8; 
			51: fifo_da =	4'ha;
			52: fifo_da =	4'h9; 
			53: fifo_da =	4'h8;
			54: fifo_da =	4'h1; 
			55: fifo_da =	4'h0;
			56: fifo_da =	4'h0;
			57: fifo_da =	4'h0;
			58: fifo_da =	4'h0;
			59: fifo_da =	4'h0;
			60: fifo_da =	4'hf;
			61: fifo_da =	4'hf;
			62: fifo_da =	4'hf;
			63: fifo_da =	4'hf;
			64: fifo_da =	4'hf;
			65: fifo_da =	4'hf;
			66: fifo_da =	4'hf;
			67: fifo_da =	4'hf;
			68: fifo_da =	4'hf;
			69: fifo_da =	4'hf;
			70: fifo_da =	4'hf;
			71: fifo_da =	4'hf;
			72: fifo_da =	4'h0;
			73: fifo_da =	4'h0;
			74: fifo_da =	4'h3;
			75: fifo_da =	4'h2;
			76: fifo_da =	4'hd;
			77: fifo_da =	4'hc;
			78: fifo_da =	4'h6;
			79: fifo_da =	4'h7;
			80: fifo_da =	4'h3;
			81: fifo_da =	4'h6;
			82: fifo_da =	4'ha;
			83: fifo_da =	4'h1;
			84: fifo_da =	4'h8;
			85: fifo_da =	4'h0;
			86: fifo_da =	4'h6;
			87: fifo_da =	4'h0;
			88: fifo_da =	4'h0;
			89: fifo_da =	4'h0;
			90: fifo_da =	4'h1;
			91: fifo_da =	4'h0;
			default:fifo_da = 4'hd;
		endcase
	end
	reg [23:0]cnt;
	always@(posedge mii_tx_clk or negedge rst_n)
	if(!rst_n)
		cnt <=  0;
		else  
		cnt <=  cnt + 1'b1;
	assign tx_go = (cnt == 24'd1);
endmodule
module eth_mac(
	rst_n			,
	tx_go			,
	data_len		,
	des_mac		,
	src_mac		,	
	crc_res		,
	crc_en		,
	len_type		,
	fifo_rq		,
	fifo_ck		,
	fifo_da		,
	mii_tx_clk	,
	mii_tx_en	,
	mii_tx_er	,
	mii_tx_da	
	);
	input 	rst_n			;
	input 	tx_go			;
	input 	[11:0]data_len		;
	input 	[47:0]des_mac		;
	input 	[47:0]src_mac		;	
	input 	[31:0]crc_res		;
	output	crc_en		;
	input 	[15:0]len_type		;
	output 	fifo_rq		;
	output 	fifo_ck		;
	input 	[3:0]fifo_da		;
	input 	mii_tx_clk	;
	output reg	mii_tx_en	;
	output 	mii_tx_er	;
	output reg	[3:0]mii_tx_da	;
	reg	[5:0] sta_cnt; 
	reg 	r_tx_en;
	reg 	[11:0]r_data_len		;
	reg 	[47:0]r_des_mac		;
	reg 	[47:0]r_src_mac		;	
	reg 	[31:0]r_crc_res		;
	reg 	[15:0]r_len_type		;
	reg	send_data_en;
	reg 	[11:0]r_data_num		;
	assign fifo_ck = mii_tx_clk;
	assign fifo_rq = (sta_cnt >= 6'd44)&&(r_data_num >  12'd1); 
	assign crc_en = (sta_cnt > 6'd17 ) && (sta_cnt <= 6'd45);   
	always@(posedge mii_tx_clk or negedge rst_n)
	if(!rst_n)
		r_tx_en <= 1'b0;
	else if(tx_go)
		r_tx_en <= 1'b1;
	else if(sta_cnt > 6'd53 )
		r_tx_en <= 1'b0;
	always@(posedge mii_tx_clk or negedge rst_n)
	if(!rst_n) begin
		r_data_len	<= 12'd0;
		r_des_mac	<= 48'd0;
		r_src_mac	<= 48'd0;
		r_len_type	<= 16'd0;
	end else if(tx_go)begin
		r_data_len	<= data_len	;
		r_des_mac	<= des_mac	;
		r_src_mac	<= src_mac	;
		r_len_type	<= len_type	;
	end
	always@(posedge mii_tx_clk or negedge rst_n)
	if(!rst_n)
		r_crc_res	<= 32'd0;
	else if(crc_en)
		r_crc_res	<= crc_res	;
	always@(posedge mii_tx_clk or negedge rst_n)
	if(!rst_n)
		r_data_num <= 12'd0;
	else if(tx_go)
		r_data_num <= data_len;
	else if(sta_cnt == 6'd45 && r_data_num > 0)
		r_data_num <= r_data_num - 1'b1;
	always@(posedge mii_tx_clk or negedge rst_n)
	if(!rst_n)
		send_data_en <= 1'd0;
	else if((sta_cnt >= 6'd44 && r_data_num > 2) )
		send_data_en <= 1'b1;
	else 
		send_data_en <= 1'd0;
	always@(posedge mii_tx_clk or negedge rst_n)
	if(!rst_n)
		sta_cnt <= 6'd0;
	else if(r_tx_en) begin
		if(send_data_en)		 
			sta_cnt <= sta_cnt;
		else
			sta_cnt <= sta_cnt + 1'b1;
	end else
		sta_cnt <= 6'd0;
	always@(posedge mii_tx_clk or negedge rst_n)
	if(!rst_n)
		mii_tx_da <= 4'd0;
	else case(sta_cnt)
		1,2,3,4,5,6,7,8,9,10,11,12,13,14:
				mii_tx_da <= 4'h5;
		15:	mii_tx_da <= 4'h5;
		16:	mii_tx_da <= 4'hd;
		17:	mii_tx_da <= r_des_mac[43:40];
		18:	mii_tx_da <= r_des_mac[47:44];
		19:	mii_tx_da <= r_des_mac[35:32];
		20:	mii_tx_da <= r_des_mac[39:36];
		21:	mii_tx_da <= r_des_mac[27:24];
		22:	mii_tx_da <= r_des_mac[31:28];
		23:	mii_tx_da <= r_des_mac[19:16];
		24:	mii_tx_da <= r_des_mac[23:20];
		25:	mii_tx_da <= r_des_mac[11:8];
		26:	mii_tx_da <= r_des_mac[15:12];
		27:	mii_tx_da <= r_des_mac[3:0];
		28:	mii_tx_da <= r_des_mac[7:4];
		29:	mii_tx_da <= r_src_mac[43:40];
		30:	mii_tx_da <= r_src_mac[47:44];
		31:	mii_tx_da <= r_src_mac[35:32];
		32:	mii_tx_da <= r_src_mac[39:36];
		33:	mii_tx_da <= r_src_mac[27:24];
		34:	mii_tx_da <= r_src_mac[31:28];
		35:	mii_tx_da <= r_src_mac[19:16];
		36:	mii_tx_da <= r_src_mac[23:20];
		37:	mii_tx_da <= r_src_mac[11:8];
		38:	mii_tx_da <= r_src_mac[15:12];
		39:	mii_tx_da <= r_src_mac[3:0];
		40:	mii_tx_da <= r_src_mac[7:4];
		41:	mii_tx_da <= r_len_type[15:12];
		42:	mii_tx_da <= r_len_type[11:8];	
		43:	mii_tx_da <= r_len_type[7:4];
		44:	mii_tx_da <= r_len_type[3:0];
		45:	mii_tx_da <= fifo_da ;	
		46:	mii_tx_da <= r_crc_res[31:28];
		47:	mii_tx_da <= r_crc_res[27:24];
		48:	mii_tx_da <= r_crc_res[23:20];
		49:	mii_tx_da <= r_crc_res[19:16];
		50:	mii_tx_da <= r_crc_res[15:12];
		51:	mii_tx_da <= r_crc_res[11:8];
		52:	mii_tx_da <= r_crc_res[7:4];	
		53:	mii_tx_da <= r_crc_res[3:0];	
		default: mii_tx_da <= 4'h0;
	endcase
	always@(posedge mii_tx_clk or negedge rst_n)
	if(!rst_n)
		mii_tx_en <= 1'b0;
	else if(sta_cnt > 0 && sta_cnt < 54)
		mii_tx_en <= 1'b1;
	else
		mii_tx_en <= 1'b0;
endmodule
```
**./run.sh**
```bash
#!/bin/bash
# OpenROAD 26Q1-2900-gdf79404cd8, Yosys 0.63+post, stock flow scripts
make -C /OpenROAD-flow-scripts/flow DESIGN_CONFIG=/design/flow/config.mk WORK_HOME=/design/flow/orfs finish
```
==> summary.txt <==
run metrics: initial antenna violation count 0, Leakage 2.94 nW, Worst Hold Class clk2async, number of enable flip-flop cells 0, setup bufs post-CTS 0, Starting Density 41.6%, final hold violations 101, FF-to-FF setup slack 3.18 ns, vias post-DR 4240, # resized after CTS 0, GRT Util Overall 18.5%, Util after Layout 52.6%, Fillers 1135, register area 2570 sq um, Slowest cell on crit path clkdlybuf4s50_1, total grt overflow 0, Max VDD drop 0.222 mV, max cap viols 0, yosys synthesis chip area 5600 sq um, # diodes 0, chip height 120 microns, Worst Setup Start Kind register, slew margin rel. 44.9%, RSZ-0062 raised after global routing false, vias in the first global route 4666, status complete, but fails checks, global-route wire length before repair 20500 microns, Routed Antenna Nets 0, stage-log warning count 47, worst hold slack -0.316 ns, synthesized cell area 5600 sq um, crit path DAT 1.59 ns, DP HPWL 6870 microns, Cell Type Count 61, mean post-synth cell area 9.76 sq um, setup tns final 0 ns, Seq/Total Area, Yosys 45.8%, Post-Route WL 11800 microns, FP Rows 42, yosys cell count 574, routability cong. 0.893, Routed WL per cell 14.9 microns, Worst Path Max Fanout 33, Post-synth ARST share 100%, Setup CP Type reg2out, Final Max-Slew Violation Tally 0, data required time of the critical path 4.40 ns, Logic area 2830 sq um, CP endpoint kind output pin, area grow syn2layout 26.4%, CP cell instances buf_4, clkdlybuf4s50_1, Crit path largest cell delay 0.52 ns, I/O pin total 16, DRC violations left 0, Yosys warning count 7, Seq cells post-synth 101, clk_skew 0.00774 ns, core area 13500 sq um, layout cells sized above 1 17.8%, Clk pin slew, worst setup/hold paths 0.06 ns, largest net degree at the start of global routing 56, CTS tree done, worst-margin pin slew 0.819 ns, DR pass1 iterations 4, final setup violating endpoints 0, Chip Area 14500 sq um, PortBufs 5, synthesized netlist cell count 574, pwr dens 449 nW/um^2, die width 120 microns, First DRT Iteration DRCs 313, ys flop type dfrtp_1, Avg Vias per Cell 5.38, Hold Buf Count CTS 0, violated checks negative hold slack
cell usage in the layout (no fill, tap or decap), types with 11 or more instances in the layout:
cell / instances
clkbuf_16: 48
nand3_1: 22
a21oi_1: 21
inv_1: 16
nand4_1: 17
nor4_1: 11
o21ai_0: 27
nand2_1: 54
xor2_1: 35
dfrtp_1: 69
nor2_1: 45
xnor2_1: 38
ha_1: 19
dfstp_2: 32
nor3_1: 13
o211ai_1: 26
metal layers:
metal	global-route usage, %	part of all wire [%]	routed length, microns
met2	23.7	45	5270
met3	10.0	6.2	730
met5	0	0	0
met4	10.7	3.3	385
met1	24.9	46	5390
synth_stat cells, types with 4 or more instances:
cell type,n,area (sq um)
o21ai_0,27,135
and2_1,10,62.6
nor2_1,45,169
nand4_1,17,106
nor4_1,11,68.8
nand3_1,22,110
dfstp_2,32,841
xor2_1,35,307
a21oi_1,21,105
clkbuf_1,16,60.1
inv_1,16,60.1
nor3_1,13,65.1
nor2b_1,8,50.1
o211ai_1,26,195
dfrtp_1,69,1730
and3_1,6,37.5
nand2b_1,10,62.6
a22oi_1,4,30.0
buf_2,9,45.0
nand2_1,54,203
xnor2_2,5,81.3
ha_1,19,238
xnor2_1,38,333
logic make-up (layout without fill, tap and decap cells):
family          Yosys count  in the layout  share of synthesized area (%)
compound gates          105            105                           12.3
xor+xnor                 80             80                           13.4
fa+ha+maj                19             19                           4.24
buf+inv                  48             86                           3.57
flops                   101            101                           45.8
mux                       3              3                          0.759
other cells               2              2                          0.134
simple gates            216            216                           19.7
registers in the layout (all words and copies together), names as in the netlist:
name / flops
cnt: 24
crc_u1.Crc: 32
data_cnt: 11
fifo_da: 4
mac_lay.mii_tx_da: 4
mac_lay.mii_tx_en: 1
mac_lay.r_crc_res: 4
mac_lay.r_data_num: 12
mac_lay.r_len_type: 1
mac_lay.r_tx_en: 1
mac_lay.send_data_en: 1
mac_lay.sta_cnt: 6
metrics by stage:
step           cells  power (mW)  setup slack, ns  instance area, sq um  hold WS [ns]
5_1_grt          788        3.35             2.72                  7080        -0.320
6_report         788        3.18             2.81                  7080        -0.316
3_3_place_gp     727       0.785             3.25                  5760        -0.296
2_1_floorplan    574       0.786             3.52                  5600        -0.296
4_1_cts          788        3.26             2.78                  7080        -0.318
3_5_place_dp     727       0.785             3.25                  5760        -0.296
area by class of cell:
cell class	instances	area share (%)
timing repair buffer	8	1.03
inverter	17	0.902
multi-input combinational	425	40.0
clock buffer	50	17.2
sequential	101	36.3
tap	176	3.11
clock inverter	11	1.43
worst max-delay path, delay by kind of cell, from the launching register on:
family / cells / cell delay (ns)
buffers and inverters: 2 / 0.83
flip-flops: 1 / 0.32
final timing paths:
kind | from | to | depth (start not counted)
max | mac_lay.mii_tx_en$_DFF_PN0_ | mii_tx_en | 2
min | rst_n | mac_lay.r_data_num[11]$_DFFE_PN0P_ | 3
max reg2reg | mac_lay.sta_cnt[1]$_DFFE_PN0P_ | crc_u1.Crc[2]$_DFFE_PN1P_ | 8
min reg2reg | crc_u1.Crc[2]$_DFFE_PN1P_ | mac_lay.r_crc_res[1]$_DFFE_PN0P_ | 1
max in group clk1 | mac_lay.sta_cnt[1]$_DFFE_PN0P_ | crc_u1.Crc[2]$_DFFE_PN1P_ | 8
max in group asynchronous | mii_tx_clk | crc_u1.Crc[16]$_DFFE_PN1P_ | 3
min in group clk0 | crc_u1.Crc[2]$_DFFE_PN1P_ | mac_lay.r_crc_res[1]$_DFFE_PN0P_ | 1
min in group clk1 | crc_u1.Crc[20]$_DFFE_PN1P_ | crc_u1.Crc[20]$_DFFE_PN1P_ | 2
report_power, final:
group / switching [mW] / internal, mW / leakage, nW / total (mW)
Sequential: 0 / 0.770 / 1.29 / 0.770
Clock: 0.806 / 1.60 / 0.641 / 2.41
Combinational: 0.0000228 / 0 / 1.00 / 0.0000238
Total: 0.806 / 2.37 / 2.94 / 3.18
Power figures rest on the tool's default switching activity, not on a simulated workload.
